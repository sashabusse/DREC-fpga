==> /design/flow/design.v <==
module seven_seg( 
	input 		i_clk,
	input[31:0]	i_data,
	output[7:0] o_data,
	output[3:0] o_en
);
reg[3:0] r_en = 4'b0111;
assign o_en = r_en;
reg[7:0] r_data = 8'b0;
assign o_data = r_data;
always @(posedge i_clk)
begin
	r_en <= {r_en[2:0], r_en[3]};
	case (r_en)
		4'b0111: r_data <= i_data[7:0];
		4'b1110: r_data <= i_data[15:8];
		4'b1101: r_data <= i_data[23:16];
		4'b1011: r_data <= i_data[31:24];
	endcase
end
endmodule
module spi_master(
	input[7:0] i_data,
	input i_wr_en,
	input clk,
	output o_rdy,
	output o_CLK,
	output o_MOSI
);
reg 		r_rdy = 1'b1;
reg[7:0] r_tx_data = 8'b0;
reg[3:0] tx_bits_done = 4'b1000;
reg 		clk_cnt = 1'b0;
reg r_CLK = 1'b0;  
reg r_MOSI = 1'b0;
always @(posedge clk)
begin
	if (~tx_bits_done[3]) begin	
		clk_cnt <= ~clk_cnt;
	end
end
always @(posedge clk)
begin
	if(~tx_bits_done[3]) begin
		r_CLK <= clk_cnt;
	end
	else begin
		if (r_CLK) begin
			r_CLK <= 1'b0;
		end
	end
end
always @(posedge clk)
begin
	if (r_rdy && i_wr_en) begin
		r_tx_data <= i_data;
		r_rdy <= 1'b0;
		tx_bits_done <= 4'b0;
	end
	else begin
		if (~clk_cnt) begin
			r_tx_data <= r_tx_data << 1;  
			if(tx_bits_done == 4'b0111) begin
				r_rdy <= 1'b1;
			end
		end
		else begin
			tx_bits_done <= tx_bits_done + 4'b1;
		end
	end
end
always @(posedge clk)
begin
	if (~tx_bits_done[3]) begin
		if (~clk_cnt) begin
			r_MOSI <= r_tx_data[7];  
		end
		else begin
		end
	end 
	else begin  
		if(r_MOSI) begin  
			r_MOSI <= 0;
		end
	end
end
assign o_rdy = r_rdy;
assign o_CLK = r_CLK;
assign o_MOSI = r_MOSI;
endmodule
module spi_slave(
	output[7:0] o_data,
	input 		i_r_en,
	input 		clk,
	output 		o_rdy,
	input 		i_CLK,
	input 		i_MOSI
);
reg[7:0]	r_rx_data = 8'b0;
reg		r_rdy = 1'b0;
reg[7:0] r_rx_data_shift;
reg		r_shift_rdy = 1'b0;
reg[1:0]	r_rdy_detect = 2'b0;
reg[2:0] bits_received = 3'b0;
always @(posedge i_CLK)
begin
	r_rx_data_shift <= {r_rx_data_shift[6:0], i_MOSI};
	bits_received <= bits_received + 3'b1;
	if(bits_received == 3'b111) begin
		r_rx_data <= {r_rx_data_shift[6:0], i_MOSI};
		r_shift_rdy <= 1'b1;
	end
	else begin
		r_shift_rdy <= 1'b0;
	end
end
always @(posedge clk)
begin
	r_rdy_detect <= {r_rdy_detect[0], r_shift_rdy};
	if(r_rdy_detect[1] == 1'b0 && r_rdy_detect[0] == 1'b1) begin
		r_rdy <= 1'b1;
	end
	else begin
		if (i_r_en) begin
			r_rdy = 1'b0;
		end
	end
end
assign o_rdy = r_rdy;
assign o_data = r_rx_data;
endmodule
module top(
	input 		clk,
	output[7:0] seg_data_pins,
	output[3:0] seg_en_pins
);
reg[31:0] div_cnt = 32'b0;
always @(posedge clk)
begin
	div_cnt <= div_cnt + 32'b1;
end
wire spi_clk;
assign spi_clk = div_cnt[2];
wire indicator_clk;
assign indicator_clk = div_cnt[17];
wire CLK;
wire MOSI;
reg[7:0] spi_tx_data = 8'b0;
reg		spi_tx_w = 1'b0;
spi_master master(
	.i_data(spi_tx_data),
	.i_wr_en(spi_tx_w),
	.clk(spi_clk),
	.o_rdy(),
	.o_CLK(CLK),
	.o_MOSI(MOSI)
);
reg spi_rx_r = 1'b0;
wire spi_tx_rdy;
wire[7:0] spi_rx_data;
spi_slave slave(
	.o_data(spi_rx_data),
	.i_r_en(spi_rx_r),
	.clk(spi_clk),
	.o_rdy(spi_tx_rdy),
	.i_CLK(CLK),
	.i_MOSI(MOSI)
);
seven_seg indicator(
	.i_clk(indicator_clk),
	.i_data({{2{8'b00111111}}, rx_data}),
	.o_data(seg_data_pins),
	.o_en(seg_en_pins)
);
reg[15:0] tx_data = 16'b0;
reg[21:0] tx_clk_cnt = 22'b0;
always @(negedge spi_clk) begin
	tx_clk_cnt <= tx_clk_cnt + 22'b1;
	if(tx_clk_cnt == {20{1'b1}}) begin
		tx_data <= tx_data + 16'b1;
		tx_clk_cnt <= 22'b0;
	end
	if(tx_clk_cnt == 22'b0) begin
		spi_tx_data <= tx_data[7:0];
		spi_tx_w <= 1'b1;
	end
	if(tx_clk_cnt == 22'b1) begin
		spi_tx_w <= 1'b0;
	end
	if(tx_clk_cnt == 22'd100) begin
		spi_tx_data <= tx_data[15:8];
		spi_tx_w <= 1'b1;
	end
	if(tx_clk_cnt == 22'd101) begin
		spi_tx_w <= 1'b0;
	end
end
reg[15:0] rx_data = 15'b0;
reg rx_byte_cnt = 1'b0;
always @(negedge spi_clk)
begin
	if (spi_rx_r) begin
	spi_rx_r <= 1'b0;
	end
	if (spi_tx_rdy) begin
		if (~rx_byte_cnt) begin
			rx_data[7:0] <= spi_rx_data;
		end
		else begin
			rx_data[15:8] <= spi_rx_data;
		end
		rx_byte_cnt = ~rx_byte_cnt;
		spi_rx_r <= 1'b1;
	end  
end
endmodule
==> /design/flow/run.sh <==
#!/bin/bash
# OpenROAD 26Q1-2900-gdf79404cd8, Yosys 0.63+post, stock flow scripts
make -C /OpenROAD-flow-scripts/flow DESIGN_CONFIG=/design/flow/config.mk WORK_HOME=/design/flow/orfs finish
==> /design/flow/config.mk <==
export PLATFORM = sky130hd
export DESIGN_NAME = top
export DESIGN_NICKNAME = top
export VERILOG_FILES = /design/flow/design.v
export SDC_FILE = /design/flow/constraint.sdc
export NUM_CORES = 4
export LEC_CHECK = 1
export CORE_UTILIZATION = 40
==> /design/flow/constraint.sdc <==
current_design top

set clk_period 8.0
set clk_io_pct 0.2

create_clock -name clk0 -period $clk_period [get_ports {clk}]

set non_clock_inputs [all_inputs -no_clocks]
set_input_delay [expr $clk_period * $clk_io_pct] -clock clk0 $non_clock_inputs
set_output_delay [expr $clk_period * $clk_io_pct] -clock clk0 [all_outputs]
==> job_summary.md <==
## Implementation flow summary

| Metric | Value |
|---|---|
| FILL cells | 1141 |
| Final Slew Violations | 0 |
| Crit path max-delay family | simple AND/OR/NAND/NOR gates |
| Layout cells sized above 1 | 7.214% |
| Reg2reg end | div_cnt[17]$_DFF_P_ |
| Starting density of the core | 41.63% |
| Metal3 WL | 80 um |
| Die Wd | 114.7 um |
| Setup CP Type | reg2reg |
| VDD IR-drop max | 0.08420 mV |
| Antenna violations before repair | 0 |
| Clk Latency, worst-skew pair | 0.24 ns |
| Top sig layer | met4 |
| Largest net degree at the start of global routing | 66 |
| Crit path max fanout | 25 |
| Yosys Instances | 393 |
| I/O pins | 13 |
| Register area | 3323 sq um |
| Logic area | 1675 sq um |
| H-tree Lvls | 1 |
| FF-to-FF setup slack | 6.18 ns |
| Setup repair bufs after CTS | 0 |
| Antenna viol nets, final | 0 |
| Mapped Cells | 393 |
| Metal2 WL | 2987 um |
| Layout Skew | 0.0007302 ns |
| Hold Crit Start | div_cnt[0]$_DFF_P_ |
| Endpoints left unconstrained | 193 |
| Count of unclocked register or latch pins | 115 |
| Bufs on Longest Clock Path | 2 |
| FFs w/ async S/R, synth | 0% |
| Row cnt | 40 |
| Startpoint types | flop |
| Die span in y | 114.7 um |
| Yosys chip area | 5084 sq um |
| Vias | 2777 |
| Chip area | 13160 sq um |
| CTS clk-pin slew, worst paths | 0.05 ns |
| Final period utilization | 22.79% |
| Mapped cell area | 5084 sq um |
| Number of gates resized after cts | 0 |
| Min-Delay Path Class | reg2reg |
| Yosys cell types | 41 |
| Post-route minimum period | 1.823 ns |
| Total track usage | 11.50% |
| Slew margin rel. | 53.50% |
| Flops after synth | 133 |
| Cts hold-fix bufs | 0 |
| PD cells | 35.95 nW/um^2 |
| Fmax | 548.5 MHz |
| Required time of the worst setup path | 8.12 ns |
| Hpwl dp | 4759 um |
| Global route overflow | 0 |
| Status | complete, no violations |
| DRC viols | 0 |
| Synthesis Warnings | 4 |
| Primary FF master, synth | dfxtp_1 |
| Vias in the first global route | 2629 |
| Diode count | 0 |
| CTS tree | done |
| Number of flops mapped to enable cells by yosys | 66 |
| Critical-path cell list | and4_1 -> and4_1 -> nand4_1 -> xnor2_1 |
| WL final | 6582 um |
| Arrival time worst endpoint | 1.95 ns |
| Worst flop-to-flop path startpoint | div_cnt[2]$_DFF_P_ |
| Initial detailed-routing violation count | 138 |
| Count of tool warnings | 27 |
| Most common cell on crit path | and4_1 |
| CP Buf/Inv Count | 0 |
| Area growth syn-to-layout | 7.974% |
| Placer Congestion | 0.7968 |
| Syn avg cell area | 12.94 sq um |
| Avg WL per Cell | 11.55 um |
| First-pass GRT wire length | 12020 um |
| Vias per cell | 4.872 |
| Slowest-stage cell, CP | dfxtp_1 |
| Root Driver | clkbuf_16 |
| Leak Pwr | 1.926 nW |
| Hold Crit Endpoint | div_cnt[0]$_DFF_P_ |
| CTS Buf Count | 3 |
| Setup TNS | 0 ns |
| WHS | 0.4320 ns |
| Setup violations, final | 0 |
| IO Port Bufs | 12 |
| Number of max-cap violations | 0 |
| Seq/Total Area, Yosys | 65.37% |
| Worst Setup End Kind | flop |
| Worst-margin pin slew | 0.6950 ns |
| Hold Crit Depth | 1 |
| R2r worst-path depth | 4 |
| Final Hold Fails | 0 |
| Core area | 12210 sq um |
| Routed metal-1 wirelength | 3505 um |
| CP max stage delay | 0.76 ns |
| Unrepaired setup endpoints after global routing | false |
| First-pass DRT Iterations | 4 |
==> placed cells by master, fill, tap and decap left out, types with 4 or more instances in the layout <==
cell type / netlist / layout
xnor2_1: 37 / 37
and3_1: 10 / 10
xor2_1: 11 / 11
clkdlybuf4s50_1: 0 / 12
mux2_2: 15 / 15
and4_1: 12 / 12
mux2i_1: 4 / 4
dfxtp_1: 67 / 67
o21ai_0: 10 / 10
o22ai_1: 7 / 7
ha_1: 8 / 8
inv_1: 13 / 13
nand3_1: 20 / 20
nand2_1: 25 / 25
a21oi_1: 15 / 15
nor2_1: 18 / 18
and2_1: 5 / 5
nand4_1: 13 / 13
edfxtp_1: 66 / 66
==> cells in the mapped netlist (7+ instances only) <==
cell,count,share of area (%)
o21ai_0,10,0.98
nor2_1,18,1.3
xnor2_1,37,6.4
and3_1,10,1.2
nand3_1,20,2.0
nand2_1,25,1.8
mux2_2,15,3.3
and4_1,12,2.1
ha_1,8,2.0
nand4_1,13,1.6
xor2_1,11,1.9
inv_1,13,0.96
o22ai_1,7,0.86
dfxtp_1,67,26
a21oi_1,15,1.5
edfxtp_1,66,39
==> power by group <==
part / switching, mW / internal [mW]
clock: 0.0316 / 0.0759
combinational: 0 / 0
sequential: 0 / 0.0898
==> per-layer routing <==
layer	up-vias	GRT usage, %
li1	1438	-
met5	-	0
met3	2	0.6971
met4	0	0.2597
met2	20	18.83
met1	1317	19.37
==> sequential cells by signal, indices dropped and copies added, names as in the netlist, 2 cells and up <==
| signal | flops |
|---|---|
| rx_data | 16 |
| indicator.r_data | 8 |
| indicator.r_en | 4 |
| div_cnt | 18 |
| tx_data | 16 |
| slave.r_rx_data_shift | 7 |
| master.tx_bits_done | 4 |
| spi_tx_data | 8 |
| master.r_tx_data | 8 |
| tx_clk_cnt | 22 |
| slave.r_rdy_detect | 2 |
| slave.bits_received | 3 |
| slave.r_rx_data | 8 |
==> worst max-delay path by stage <==
stage                         startpoint             endpoint  slack [ns]  cells past startpoint
after global routing  div_cnt[2]$_DFF_P_  div_cnt[17]$_DFF_P_        5.99                      4
after CTS             div_cnt[2]$_DFF_P_  div_cnt[17]$_DFF_P_        6.12                      4
final                 div_cnt[2]$_DFF_P_  div_cnt[17]$_DFF_P_        6.18                      4
==> final cells by class <==
type	instances	area share, %
Inverter	13	0.8890
Sequential cell	133	60.54
Timing Repair Buffer	15	2.599
Tap cell	168	3.830
Multi-Input combinational cell	237	30.52
Clock buffer	4	1.618
==> through the flow <==
step | worst slack, ns | utilization (%) | cells | power [mW] | cell area [sq um]
after floorplan | 6.364 | - | 393 | 0.09161 | 5084
final | 6.177 | 44.95 | 570 | 0.1973 | 5489
after detailed placement | 6.144 | 44.22 | 566 | 0.09161 | 5400
after CTS | 6.118 | 44.95 | 570 | 0.1980 | 5489
after global routing | 5.988 | 44.95 | 570 | 0.2022 | 5489
after global placement | 6.191 | 44.22 | 566 | 0.09161 | 5400
==> logic make-up after synthesis <==
| kind of cell | synth area share [%] |
|---|---|
| buf+inv | 1.846 |
| compound gates | 4.602 |
| mux | 4.110 |
| flops | 65.37 |
| fa+ha+maj | 1.969 |
| xor+xnor | 8.270 |
| simple gates | 13.83 |
Power is estimated from default activity; no workload was simulated.
